`design/flow/constraint.sdc`:
```
current_design KeyPad

set clk_period 5.3
set clk_io_pct 0.2

create_clock -name clk0 -period $clk_period [get_ports {CLK}]

set non_clock_inputs [all_inputs -no_clocks]
set_input_delay [expr $clk_period * $clk_io_pct] -clock clk0 $non_clock_inputs
set_output_delay [expr $clk_period * $clk_io_pct] -clock clk0 [all_outputs]
```
`design/flow/run.sh`:
```
#!/bin/bash
# OpenROAD 26Q1-2900-gdf79404cd8, Yosys 0.63+post, stock flow scripts
make -C /OpenROAD-flow-scripts/flow DESIGN_CONFIG=/design/flow/config.mk WORK_HOME=/design/flow/orfs finish
```
`design/flow/design.v`:
```
`timescale 1ns / 1ps
module BCD(
    input [15:0] HEX,
    output logic [3:0] THOUSANDS,
    output logic [3:0] HUNDREDS,
    output logic [3:0] TENS,
    output logic [3:0] ONES
    );
    int i;
    always_comb begin
        THOUSANDS = 4'h0;
        HUNDREDS = 4'h0;
        TENS = 4'h0;
        ONES = 4'h0;
        for (i=15; i>=0; i=i-1) begin
            if (THOUSANDS >= 5)
                THOUSANDS = THOUSANDS + 3;
            if (HUNDREDS >= 5)
                HUNDREDS = HUNDREDS + 3;
            if (TENS >= 5)
                TENS = TENS + 3;
            if (ONES >= 5)
                ONES = ONES + 3;
            THOUSANDS = {THOUSANDS[2:0],HUNDREDS[3]};
            HUNDREDS = {HUNDREDS[2:0],TENS[3]};
            TENS = {TENS[2:0],ONES[3]};
            ONES = {ONES[2:0],HEX[i]};
       end
   end
endmodule
`timescale 1ns / 1ps
module CathodeDriver(
    input CLK,                   
    input [15:0] HEX,
    output logic [7:0] CATHODES,
    output logic [3:0] ANODES
    );
    logic s_clk_500 = 1'b0;              
    logic [1:0] r_disp_digit = 2'b00;    
    logic [19:0] clk_div_counter = 20'h00000;
	always_ff @(posedge CLK) begin
        clk_div_counter = clk_div_counter + 1;
        if ( clk_div_counter == 20'h186A0) begin      
            clk_div_counter = 20'h00000;
            s_clk_500 = ~s_clk_500;          
        end
    end
    always_ff @(posedge s_clk_500) begin
        case (r_disp_digit)
            2'b00: begin
                ANODES= 4'b1110;
                case (HEX[3:0])
                    4'b0000: CATHODES = 8'b10000001;  
                    4'b0001: CATHODES = 8'b11001111;  
                    4'b0010: CATHODES = 8'b10010010;  
                    4'b0011: CATHODES = 8'b10000110;  
                    4'b0100: CATHODES = 8'b11001100;  
                    4'b0101: CATHODES = 8'b10100100;  
                    4'b0110: CATHODES = 8'b10100000;  
                    4'b0111: CATHODES = 8'b10001111;  
                    4'b1000: CATHODES = 8'b10000000;  
                    4'b1001: CATHODES = 8'b10001100;  
                    4'b1010: CATHODES = 8'b10001000;  
                    4'b1011: CATHODES = 8'b11100000;  
                    4'b1100: CATHODES = 8'b10110001;  
                    4'b1101: CATHODES = 8'b11000010;  
                    4'b1110: CATHODES = 8'b10110000;  
                    4'b1111: CATHODES = 8'b10111000;  
                    default: CATHODES = 8'b11111111;  
                endcase
            end
            2'b01: begin
                ANODES= 4'b1101;
                case (HEX[7:4])
                    4'b0000: CATHODES = 8'b10000001;
                    4'b0001: CATHODES = 8'b11001111;
                    4'b0010: CATHODES = 8'b10010010;
                    4'b0011: CATHODES = 8'b10000110;
                    4'b0100: CATHODES = 8'b11001100;
                    4'b0101: CATHODES = 8'b10100100;
                    4'b0110: CATHODES = 8'b10100000;
                    4'b0111: CATHODES = 8'b10001111;
                    4'b1000: CATHODES = 8'b10000000;
                    4'b1001: CATHODES = 8'b10001100;
                    4'b1010: CATHODES = 8'b10001000;  
                    4'b1011: CATHODES = 8'b11100000;
                    4'b1100: CATHODES = 8'b10110001;
                    4'b1101: CATHODES = 8'b11000010;
                    4'b1110: CATHODES = 8'b10110000;
                    4'b1111: CATHODES = 8'b10111000;
                    default: CATHODES = 8'b11111111;  
                endcase
            end
            2'b10: begin
                ANODES= 4'b1011;
                case (HEX[11:8])
                    4'b0000: CATHODES = 8'b10000001;
                    4'b0001: CATHODES = 8'b11001111;
                    4'b0010: CATHODES = 8'b10010010;
                    4'b0011: CATHODES = 8'b10000110;
                    4'b0100: CATHODES = 8'b11001100;
                    4'b0101: CATHODES = 8'b10100100;
                    4'b0110: CATHODES = 8'b10100000;
                    4'b0111: CATHODES = 8'b10001111;
                    4'b1000: CATHODES = 8'b10000000;
                    4'b1001: CATHODES = 8'b10001100;
                    4'b1010: CATHODES = 8'b10001000;  
                    4'b1011: CATHODES = 8'b11100000;
                    4'b1100: CATHODES = 8'b10110001;
                    4'b1101: CATHODES = 8'b11000010;
                    4'b1110: CATHODES = 8'b10110000;
                    4'b1111: CATHODES = 8'b10111000;
                    default: CATHODES = 8'b11111111;  
                endcase
            end
            2'b11: begin
                ANODES= 4'b0111;
                case (HEX[15:12])
                    4'b0000: CATHODES = 8'b10000001;
                    4'b0001: CATHODES = 8'b11001111;
                    4'b0010: CATHODES = 8'b10010010;
                    4'b0011: CATHODES = 8'b10000110;
                    4'b0100: CATHODES = 8'b11001100;
                    4'b0101: CATHODES = 8'b10100100;
                    4'b0110: CATHODES = 8'b10100000;
                    4'b0111: CATHODES = 8'b10001111;
                    4'b1000: CATHODES = 8'b10000000;
                    4'b1001: CATHODES = 8'b10001100;
                    4'b1010: CATHODES = 8'b10001000;  
                    4'b1011: CATHODES = 8'b11100000;
                    4'b1100: CATHODES = 8'b10110001;
                    4'b1101: CATHODES = 8'b11000010;
                    4'b1110: CATHODES = 8'b10110000;
                    4'b1111: CATHODES = 8'b10111000;
                    default: CATHODES = 8'b11111111;  
                endcase
            end
            default: begin       
                ANODES = 4'hF;
                CATHODES = 8'hFF;
                r_disp_digit = 2'b00;
            end
        endcase
        r_disp_digit = r_disp_digit + 1;
    end
endmodule
`timescale 1ns / 1ps
module IntFSM(
    input Press,CLK,
    output logic interrupt
    );
    typedef enum{START,ST1,ST2,ST3,ST4,ST5,ST6,DONE}States;
    States NS,PS = START;
    always_ff@(posedge CLK)
    begin
        PS <= NS;
    end
    always_comb
    begin
    NS = START;
    interrupt = 0;
    case(PS)
        START:
        begin
            interrupt = 0;
            if (Press)
            begin
                NS = ST1;
                interrupt = 1;
            end
            else
                NS = START;
        end
        ST1:
        begin
            interrupt = 1;
            NS = ST2;
        end
        ST2:
        begin
            interrupt = 1;
            NS = ST3;
        end
        ST3:
        begin   
            interrupt = 1;
            NS = ST4;
        end
        ST4:
        begin
            interrupt = 1;
            NS = ST5;
        end
        ST5:
        begin
            interrupt = 1;
            NS = ST6;
        end
        ST6:
        begin
            interrupt = 1;
            NS = DONE;
        end
        DONE:
        begin
            interrupt = 0;
            if (Press == 0)
                NS = START;
            else
                NS = DONE;
        end
    endcase
    end
endmodule
`timescale 1ns / 1ps
module KeyPad(
    input CLK,
    input [2:0] COLS,
    output logic [3:0] ANODES,
    output logic [7:0] CATHODES,
    output logic Interrupt, B, F, G, D
    );
    logic sclk,LD,EN,RST;
    logic [3:0] Data, Dout,sseg;
    KeyPadRegister Register(.CLK(sclk),.LD(LD),.D(Data),.Q(Dout));
    KeyPadClkDiv ClkDiv(.CLK(CLK),.SCLK(sclk));
    KeyPadFSM FSM(.COLS(COLS),.CLK(sclk),.Data(Data),.Press(LD),.B(B),.F(F),.G(G),.D(D));
    KeyPadDecode Decode(.DATA(Dout),.DOUT(sseg));
    IntFSM      IntFSM(.CLK(CLK),.Press(LD),.interrupt(Interrupt));
    SevSegDisp Sseg(.CLK(CLK),.MODE(0),.DATA_IN({12'b000000000000,sseg}),.CATHODES(CATHODES),.ANODES(ANODES));
endmodule
`timescale 1ns / 1ps
module KeyPadClkDiv(
    input CLK,
    output logic SCLK = 0
    );
    logic [21:0]maxCount = 230000;
    logic [21:0] count;    
    always_ff@(posedge CLK)
    begin
        count += 1;
        if (count == maxCount)
            SCLK <= ~SCLK;
    end
endmodule
`timescale 1ns / 1ps
module KeyPadDecode(
    input [4:0]DATA,
    output logic [4:0]DOUT
    );
    always_comb
    begin
    case(DATA)
        1:DOUT = 1;
        2:DOUT = 2;
        3:DOUT = 3;
        4:DOUT = 4;
        5:DOUT = 5;
        6:DOUT = 6;
        7:DOUT = 7;
        8:DOUT = 8;
        9:DOUT = 9;
        10:DOUT = 10;
        11:DOUT = 0;
        12:DOUT = 11;
        default: DOUT = 0;
    endcase
    end
endmodule
`timescale 1ns / 1ps
module KeyPadFSM(
    input [2:0]COLS,
    input CLK,
    output logic [3:0]Data,
    output logic Press, B,F, G, D
    );
    typedef enum{STB,STG,STF,STD,EXIT}States;
    States NS,PS = STB;
    always_ff @(posedge CLK)
    begin
        PS <= NS;
    end
    always_comb
    begin   
       NS = STB;
       B = 0;
       F = 0;
       G = 0;
       D = 0;
       Data = 13;
       Press = 0;
       case(PS)
       STB:
       begin
            NS = STB;
            B = 1;
            Press = 0;
            case(COLS)
                3'b100: 
                begin
                    Data = 1;
                    Press = 1;
                end
                3'b010:
                begin
                    Data = 2;
                    Press = 1;
                end
                3'b001: 
                begin
                    Data = 3;
                    Press = 1;
                end
                3'b000: 
                begin
                    Data = 0;
                    Press = 0;
                    NS = STG;
                end
            endcase
        end
        STG: 
        begin
            NS = STG;
            G = 1;
            Press = 0;
            case(COLS)
                3'b100:
                begin
                     Data = 4;
                     Press = 1;
                 end
                3'b010: 
                begin
                    Data = 5;
                    Press = 1;
                end
                3'b001:
                begin
                     Data = 6;
                     Press = 1;
                end
                3'b000:
                begin
                    Data = 0;
                    Press = 0;
                    NS = STF;
                end
            endcase
        end
        STF:
        begin 
            NS = STF;
            F = 1;
            Press = 0;
            case(COLS)
                3'b100: 
                begin
                    Data = 7;
                    Press = 1;
                end
                3'b010: 
                begin
                    Data = 8;
                    Press = 1;
                end
                3'b001: 
                begin
                    Data = 9;
                    Press = 1;
                end
                3'b000:
                begin
                    Data = 0;
                    Press = 0;
                    NS = STD;
                end
            endcase
        end
        STD:
        begin
            NS = STD;
            D = 1;
            Press = 0;
            case(COLS)
                3'b100: 
                begin
                    Data = 10;
                    Press = 1;
                end
                3'b010: 
                begin
                    Data = 11;
                    Press = 1;
                end
                3'b001: 
                begin
                    Data = 12;
                    Press = 1;
                end
                3'b000:
                begin
                    Data = 0;
                    Press = 0;
                    NS = STB;
                end
            endcase
        end
        endcase
    end
endmodule
`timescale 1ns / 1ps
module KeyPadRegister(
    input CLK,LD,
    input [3:0] D,
    output logic [3:0] Q
    );
    always_ff @(posedge CLK)
    begin
        if (LD)
            Q <= D;
    end
endmodule
`timescale 1ns / 1ps
module SevSegDisp(
    input CLK,               
    input MODE,              
    input [15:0] DATA_IN,
    output [7:0] CATHODES,
    output [3:0] ANODES
    );
    logic [15:0] BCD_Val;
    logic [15:0] Hex_Val;
    BCD BCDMod (.HEX(DATA_IN), .THOUSANDS(BCD_Val[15:12]),
                .HUNDREDS(BCD_Val[11:8]), .TENS(BCD_Val[7:4]),
                .ONES(BCD_Val[3:0]));
    CathodeDriver CathMod (.HEX(Hex_Val), .CLK(CLK), .CATHODES(CATHODES),
                            .ANODES(ANODES));
    always_comb begin
        if (MODE == 1'b1)
            Hex_Val = BCD_Val;
        else
            Hex_Val = DATA_IN;
    end
endmodule
```
`design/flow/config.mk`:
```
export PLATFORM = sky130hd
export DESIGN_NAME = KeyPad
export DESIGN_NICKNAME = KeyPad
export VERILOG_FILES = /design/flow/design.v
export SDC_FILE = /design/flow/constraint.sdc
export NUM_CORES = 4
export LEC_CHECK = 1
export CORE_UTILIZATION = 30
```
==> out/results.ini <==
[critical_path]
r2r-start=ClkDiv.count[0]
crit_fanout=17
reg2reg_to=ClkDiv.SCLK
cp.arrival_ns=3.33
rrSetupSlack_ns=2.72
cp-startpoint=COLS[1]
critPathCaptureType=output pin
critPathKind=input port to output pin
reg2reg_depth=6
start_kind=input port
cp_data_required_time_ns=4.24

[floorplan]
fp_util_pct=31.1
die_h_um=109
die_area_um2=11800
die_w_um=109
core_um2=11000
std_cell_rows=38
ioPinCount=21

[clock_tree]
cts_made_buffers=5
ctsHoldBuffers=0
cts_resized=0
cts_root_buf=clkbuf_16
path_clk_slew_ns=0.07
clock_path_buffers=2
insertion_delay_ns=0.29
postCtsSetupRepairBufs=0
cts_max_level=2
cts_tree=yes

[sta]
slew_viol_final=0
period_needed_ns=4.39
slew_headroom_pct=57.1
hold_viol_final=0
rsz0062_at_grt=false
untimed_endpoints=42
setup_viol=0
postLayoutSetupSlackWorst_ns=0.914
fin_setup_tns_ns=0
max_freq_mhz=228
worst_pin_slew_ns=0.638
fin_skew_ns=0.0108
period_used_pct=82.8
unclocked_pins=23

[synthesis]
mux_share_pct=0.914
async_reset_ff_share_pct=0
synth_xor_xnor_area_share_pct=11.0
syn_inst=379
edf_count=6
synth_cell_type_count=58
synth-adder-area-share_pct=5.85
syn_avg_cell_area_um2=9.03
aoi_share_pct=10.8
yosys_warnings=11
synthFlopType=dfxtp_1
ys_seq_share_pct=42.7
ys_ff=70
yosys.area_share.simple_pct=24.5
yosys_area_um2=3420
netlist_area_um2=3420
yosys_cells=379
top_logic_kind=simple AND/OR/NAND/NOR gates

[worst_hold_path]
worstHoldPathCells=1
hold_class=flop to flop
min_from=ClkDiv.count[0]
hold_end=ClkDiv.count[0]

[drt]
via_count=2499
diodes=0
viasPerCell=4.71
drt_iter0_drc=80
wl_per_cell_um=10.4
antenna_left=0
first_pass_iters=4
routed_wl_um=5500
drc=0

[power]
p_total_w=0.000800
vdd_drop_max_uv=154
power_density_nw_per_um2=206
p_leak_nw=1.47

[layout]
fin_util_pct=35.4
syn_to_final_growth_pct=13.6
fillers=1101
layout-drive-gt1-share_pct=4.09
final_cell_area_um2=3890

[place]
dpl.hpwl_um=4070
gp_congestion=0.796
post-place-ws_ns=0.921
port_buffers=19
place_area_um2=3710

[job]
drv_cap=0
warnings=37

[global_routing]
grt_util_all_layers_pct=9.97
antenna_found_initial=0
grt_pass1_wl_um=9690
grt_pass1_vias=2252
gr-total-overflow=0
grt_max_degree=19

[outcome]
status=finished clean

-- worst max path at each step --
stage                  endpoint  cells after the start  slack [ns]
final                 Interrupt                      6        0.91
after global routing  Interrupt                      6        0.71
after CTS             Interrupt                      6        0.91
-- report_power, final --
group	leakage, nW	internal, W	total (W)	switching [W]
Combinational	0.806	0.0000316	0.0000643	0.0000327
Sequential	0.580	0.000369	0.000378	0.00000921
Clock	0.0804	0.000224	0.000357	0.000133
-- logic make-up after synthesis --
group           Yosys count
xor+xnor                 43
simple gates            156
buf+inv                  33
flops                    70
compound gates           57
other cells               1
fa+ha+maj                16
mux                       3
-- cell type report --
class                      instances  area (um^2)  share of cell area (%)
clock inverter                     3         46.3                    1.19
clock buffer                       5          125                    3.22
multi-input combinational        276         1820                    46.8
timing repair buffer              19          190                    4.89
sequential                        70         1460                    37.6
tap                              140          175                    4.51
inverter                          18         67.6                    1.74
-- cell usage in the layout, fill, tap and decap left out, types with 3 or more instances in the layout --
cell             netlist  layout
clkdlybuf4s50_1        0      19
nor4_1                 4       4
nand4_1               14      14
ha_1                  16      16
xnor2_1               26      26
nor3b_1                3       3
nand2_1               34      34
inv_1                 18      18
dfxtp_1               64      64
o21a_1                 4       4
a31oi_1                5       5
nor3_1                 7       7
xor2_1                17      17
and3_1                 5       5
or3_1                  3       3
edfxtp_1               6       6
nand3_1               16      16
nor2_1                42      42
o21ai_0               12      12
and2_1                 5       5
o22ai_1                3       3
clkbuf_16              0       5
a21oi_1               12      12
a21o_1                 4       4
and4_1                 4       4
-- cells in the mapped netlist, types with 6 or more instances --
cell,count,share of area [%]
inv_1,18,2.0
nor2_1,42,4.6
nand3_1,16,2.3
ha_1,16,5.9
nand4_1,14,2.6
a21oi_1,12,1.8
nand2_1,34,3.7
o21ai_0,12,1.8
xor2_1,17,4.4
clkbuf_1,7,0.77
edfxtp_1,6,5.3
nor3_1,7,1.0
xnor2_1,26,6.7
dfxtp_1,64,37
-- routing by layer --
metal | vias up | track usage (%) | share of wire [%]
li1 | 1345 | - | -
met1 | 1122 | 15.9 | 55
met2 | 27 | 15.2 | 42
met3 | 5 | 1.34 | 2.2
met4 | 0 | 0.965 | 0.85
met5 | - | 0 | 0
-- registers in the layout (all words and copies together) (netlist names), 2 cells and up --
signal                        flops
ClkDiv.count                     22
Sseg.CathMod.clk_div_counter     20
Sseg.CathMod.CATHODES             7
Decode.DOUT                       4
Register.Q                        4
Sseg.CathMod.ANODES               4
IntFSM.PS                         3
FSM.PS                            2
Sseg.CathMod.r_disp_digit         2
-- worst max-delay path: stages --
cell             delay, ns
clkdlybuf4s50_1       0.81
xor2_1                0.23
a21o_1                0.39
nor2_1                0.10
a21boi_0              0.22
clkdlybuf4s50_1       0.51
-- through the flow --
| step | cells | hold slack [ns] |
|---|---|---|
| floorplan | 379 | 0.406 |
| global placement | 523 | 0.423 |
| detailed placement | 523 | 0.430 |
| CTS | 531 | 0.449 |
| global route | 531 | 0.481 |
| finish | 531 | 0.448 |
No activity file was given, so power comes from the tool's default toggle rates.
