[/design/flow/run.sh]
#!/bin/bash
# OpenROAD 26Q1-2900-gdf79404cd8, Yosys 0.63+post, stock flow scripts
make -C /OpenROAD-flow-scripts/flow DESIGN_CONFIG=/design/flow/config.mk WORK_HOME=/design/flow/orfs finish
[/design/flow/config.mk]
export PLATFORM = sky130hd
export DESIGN_NAME = SCRATCH_RAM
export DESIGN_NICKNAME = SCRATCH_RAM
export VERILOG_FILES = /design/flow/design.v
export SDC_FILE = /design/flow/constraint.sdc
export NUM_CORES = 4
export LEC_CHECK = 1
export CORE_UTILIZATION = 30
[/design/flow/constraint.sdc]
current_design SCRATCH_RAM

set clk_period 17.4
set clk_io_pct 0.2

create_clock -name clk0 -period $clk_period [get_ports {CLK}]

set non_clock_inputs [all_inputs -no_clocks]
set_input_delay [expr $clk_period * $clk_io_pct] -clock clk0 $non_clock_inputs
set_output_delay [expr $clk_period * $clk_io_pct] -clock clk0 [all_outputs]
[/design/flow/design.v]
`timescale 1ns / 1ps
module SCRATCH_RAM(
    input [9:0]DATA_IN,
    input SCR_WE,CLK,
    input [7:0]SCR_ADDR,
    output [9:0] DATA_OUT
    );
    logic [9:0] SCR_RAM [255:0];
    initial
    begin
        int i;
        for (i = 0;i < 256;i++)
            SCR_RAM[i] = 0;
    end 
    always_ff@(posedge CLK)
    begin
        if (SCR_WE)
            SCR_RAM[SCR_ADDR] <= DATA_IN;
    end
    assign DATA_OUT = SCR_RAM[SCR_ADDR];
endmodule
==> changes_impl.md <==
### Changed

- Initial antenna violation count: 7
- Pwr Total: between 0.01 and 0.015 W
- Status: completed
- Top register by number of flip-flops: SCR_RAM
- Vias: 46059
- Die span in y: between 500 and 600 µm
- H-tree depth: 4
- Crit Path Class: input port to output pin
- Chip area: 327000 µm²
- Largest registers: SCR_RAM x2560
- DR DRC count: 0
- Final HPWL DP: roughly 140 mm
- Synth Register Bits: between 2000 and 3000
- Max Fanout on Critical Path: around 47
- Achievable Freq: between 70 and 80 MHz
- CTS tree: done
- FF/Latch Area: between 70000 and 80000 µm²
- Final wirelength: 241 mm
- Clock sinks: around 2600
- Pwr/cell area: around 110 nW/µm²
- Worst setup SP type: input port
- Layout cells sized above 1: 0.284
- Worst hold path depth: 1
- Port Buffers: 29
- I/O Pins: 30
- Min Hold Slack: 3.01 ns
- Number of max-cap violations: 0
- Clock transition at path regs: 0.06 ns
- RD Place Congestion: between 0.8 and 0.9
- Max FFs per register: between 2000 and 3000
- Worst Setup End Kind: output pin
- Die X: roughly 570 µm
- Crit path arrival time: between 9 and 10 ns
- Syn Area/Cell: 22.5 µm²
- Filler cell count: slightly below 30000
- Req. time, crit path: 13.92 ns
- Final setup vio count: 0
- Max-slew violation count: 0
- Core area: 322000 µm²
- Post-CTS sizing: 0
- Post-route clock period utilization: 0.728
- Stage-log warning count: 26
- Hold path start: DATA_IN[0]
- Total gr overflow: 0
- Seq share, synth: 0.789
- Total GRT Usage: 0.160
- Fin. Hold Viols: 0
- Final Cell Area: ~110000 µm²
- Vias in the first global route: ~50000
- Number of standard cells reported by yosys: approximately 4300
- Setup Buffers After CTS: 0
- # rows: around 210
- Logic area: between 15000 and 20000 µm²
- Wire per inst: about 26 µm
- RSZ-0062 raised after global routing: no
- Hold endpoint: SCR_RAM[88][0]
- Synthesized cell area: 97400 µm²
- VDD IR max: between 0.1 and 0.15 mV
- Fp util: 0.303
- Period minus WS final: ~13 ns
- Tally of yosys warning messages: 1
- Maximum clock insertion buffer count: 3
- Iter 0 DRT Violations: 3012
- Synthesis area per yosys: approximately 100000 µm²
- Unique masters post-synth: 22
- Placed cell area: 105000 µm²
- Largest net degree at the start of global routing: about 100
- First-pass GRT wire length: about 350 mm
- Tightest Pin Transition: around 1.3 ns
- Clock buffer count from CTS: about 240
- Antenna Nets Post-Route: 0
- Area Overhead vs Synth: 15.6%
- TNS Setup: 0 ns
- Hold WC Path Type: input port to flop
- Post-Syn Instances: between 4000 and 5000
- Vias per inst: 4.99
- Slew margin rel.: 0.125
- Clock Tree Root: clkbuf_16
- Hold Buf Count CTS: 0
- DR pass1 iterations: 5
- LEAKAGE: between 30 and 40 nW
[through the flow]
step           cells   util  worst slack, ns
2_1_floorplan   4328      -             8.60
3_3_place_gp    8783  0.326             4.70
3_5_place_dp    8783  0.326             4.66
4_1_cts         9227  0.350             4.64
5_1_grt         9227  0.350             4.53
6_report        9230  0.350             4.73
[metal layers]
layer  track usage  wire length (µm)  up-vias
met1         0.175             78300    23624
met4        0.0397              7500        6
met5       0.00309                92        -
li1              -                 -    19319
met2         0.250            118000     2726
met3         0.115             37100      384
[critical path, cell delays in order]
cell and delay, ns:
buf_8 0.41, buf_4 0.54, buf_4 0.55, buf_4 0.48, mux4_2 0.56, a22oi_1 0.44, a21oi_1 0.17, o41ai_1 1.07
buf_4 0.26, nand4_1 0.47, clkdlybuf4s50_1 0.61
[cell usage after synthesis]
master	number	area, µm²
a21oi_1	160	801
a22oi_1	320	2400
and2_0	1	6.26
and2_1	2	12.5
buf_1	24	90.1
buf_2	52	260
buf_4	16	120
buf_6	5	56.3
clkbuf_1	178	668
edfxtp_1	2560	76900
inv_1	1	3.75
mux4_2	640	14400
nand2_1	28	105
nand2b_1	6	37.5
nand3_1	13	65.1
nand4_1	10	62.6
nor2_1	232	871
nor2b_1	7	43.8
nor3_1	30	150
o41ai_1	40	350
or2_2	2	12.5
or3_1	1	6.26
[power breakdown]
part	total (W)	internal (W)	switching [W]
registers	0.00680	0.00680	0.00000268
clock network	0.00503	0.00280	0.00223
logic	0.000573	0.000196	0.000377
total	0.0124	0.00979	0.00261
[worst max path at each step]
stage,to,start,depth (start not counted)
final,DATA_OUT[6],SCR_ADDR[0],11
after global routing,DATA_OUT[6],SCR_ADDR[0],10
after CTS,DATA_OUT[6],SCR_ADDR[0],11
[placed cells by master (no fill, tap or decap), types with 4 or more instances in the layout]
cell             instances
a22oi_1                320
clkinv_2                55
nor3_1                  30
nand3_1                 10
bufinv_16               19
nor2_1                 231
mux4_2                 640
a21oi_1                160
clkbuf_16              239
nor2b_1                  5
edfxtp_1              2560
clkinv_4                 6
nand4_1                 10
inv_6                    6
clkinv_1                56
buf_8                   12
o41ai_1                 38
clkbuf_1                50
buf_4                  388
nand2_1                 27
clkinvlp_4               5
buf_12                   8
clkdlybuf4s50_1         17
nand2b_1                 4
[logic make-up (layout without fill, tap and decap cells)]
family,Yosys count,after routing,share of synthesized area
AOI/OAI and AO/OA,520,520,0.0365
buffers and inverters,276,870,0.0123
DFF,2560,2560,0.789
muxes,640,640,0.148
other,0,3,0
and+or+nand+nor,332,332,0.0141
[cell type report]
type                    count  area share
diodes                      3   0.0000667
clock buffers             289      0.0548
clock inverters           155      0.0121
inverters                   1   0.0000333
repair buffers            425      0.0304
flip-flops and latches   2560       0.683
multi-input cells        1492       0.172
well taps                4305      0.0478
Power and IR drop assume default switching activity.
