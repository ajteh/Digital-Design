==> /design/flow/config.mk <==
export PLATFORM = sky130hd
export DESIGN_NAME = REG_FILE
export DESIGN_NICKNAME = REG_FILE
export VERILOG_FILES = /design/flow/design.v
export SDC_FILE = /design/flow/constraint.sdc
export NUM_CORES = 4
export LEC_CHECK = 1
export CORE_UTILIZATION = 40
==> /design/flow/constraint.sdc <==
current_design REG_FILE

set clk_period 3.1
set clk_io_pct 0.2

create_clock -name clk0 -period $clk_period [get_ports {CLK}]

set non_clock_inputs [all_inputs -no_clocks]
set_input_delay [expr $clk_period * $clk_io_pct] -clock clk0 $non_clock_inputs
set_output_delay [expr $clk_period * $clk_io_pct] -clock clk0 [all_outputs]
==> /design/flow/design.v <==
`timescale 1ns / 1ps
module REG_FILE(
    input RF_WR,CLK,
    input [4:0]ADRX,ADRY,
    input [7:0]DIN,
    output logic [7:0] DX_OUT,DY_OUT
    );
    logic [7:0]RAM[31:0];
    initial
    begin
        int i;
        for (i = 0;i < 32;i++)
            RAM[i] = 0;
    end 
    always_ff@(posedge CLK)
    begin
        if (RF_WR)
            RAM[ADRX] <= DIN;
    end
    assign DX_OUT = RAM[ADRX];
    assign DY_OUT = RAM[ADRY];
endmodule
==> /design/flow/run.sh <==
#!/bin/bash
# OpenROAD 26Q1-2900-gdf79404cd8, Yosys 0.63+post, stock flow scripts
make -C /OpenROAD-flow-scripts/flow DESIGN_CONFIG=/design/flow/config.mk WORK_HOME=/design/flow/orfs finish
==> impl_metrics.toml <==
# flow metrics
[outcome]
status = "finished, violations left"
violations = "setup timing"

[detailed_routing]
drc = 0
antennaDiodeCount = 0
firstDrtPassIters = 4
drt-initial-drc-count = 385
vias_per_cell = 5.95
antenna_left = 0
totalWireLength_mm = 32.3
routedWlPerCell_um = 29.0
vias = 6628

[layout]
lay_top_cells = "256 x edfxtp_1, 144 x mux4_2, 106 x buf_4, 33 x nor2_1, 29 x clkbuf_16"
flop_area_um2 = 7690
final_cells = 1114
top_regs = "RAM x256"
syn2layout_area_growth_pct = 27.6
stdcell_area_um2 = 15000
largest_reg_flops = 256
drive_above_1_share_pct = 51.6
regMostFlops = "RAM"
logic_area_um2 = 4000
lay_top_count = "edfxtp_1"
fillers = 2231

[cts]
cts_tree = "built"
cts_sinks = 256
clock_path_buffers = 3
numCtsBuffers = 28
cts_hold_repair.buffers = 0
htree_levels = 1
path_clk_slew_ps = 60
root_buffer = "clkbuf_16"

[logic_synthesis]
ys_area_um2 = 11800
synth_warnings = 1
yosysCellCount = 543
synth.avg_cell_area_um2 = 21.7
ys_ff = 256
ys_seq_share_pct = 65.3
ys_types = 20
postSynthCellCount = 543
syn_area_um2 = 11800

[die]
ioPinCount = 36
coreArea_um2 = 28900
rows = 62
initial_utilization_pct = 40.8
die_y_um = 174
die_area_um2 = 30100
die_w_um = 174

[final_timing]
finalWorstSetupSlack_ps = -19.4
max_freq_mhz = 321
rsz0062_at_grt = "yes"
final_hold_viol_count = 0
min_period_ps = 3120
fin_crit_sh_pct = 101
fin_tns_setup_ps = -19.7
tightestPinTransition_ps = 406
setup_viol = 2
relSlewSlack_pct = 72.8
final_max_slew_viol_count = 0

[job]
tool_warnings = 27
cap_violations = 0

[setup_path]
worstSetupPathType = "in2out"
required_ps = 2480
cp-start-kind = "input port"
critical_path.endpoint_type = "primary output"
arrival_ps = 2500
crit_fanout = 5

[placement]
dp_cells = 1040
port_buffers = 35
dp_hpwl_mm = 22.0
gp_congestion = 0.937
post_dp_cell_area_um2 = 13500

[global_route]
antenna_found_initial = 0
grt_use_total_pct = 24.6
grt_overflow = 0
grt_pass1_wl_mm = 48.2
first_global_vias = 7747
grt_max_degree = 35

[power]
power_density_nw_per_um2 = 543
finalPower_w = 0.00816
irDropWorstVdd_v = 0.000420
leakagePower_nw = 5.03

[min_path]
hold_class = "in2reg"
==> layout make-up <==
cell class | instances | share of cell area (%)
Clock buffer | 29 | 4.83
Clock inverter | 23 | 1.75
Multi-Input combinational cell | 245 | 26.6
Sequential cell | 256 | 51.2
Tap cell | 384 | 3.20
Timing Repair Buffer | 177 | 12.5
==> repair_timing <==
action                                  CTS  global route
gates resized                            82            14
hold endpoints to repair                  0             0
buffers inserted                         17             3
cloned                                    6             0
endpoints found under the setup margin   16            15
pin swaps                                 5             7
==> routing by layer <==
| metal | vias to the layer above | global-route usage [%] | part of all wire [%] |
|---|---|---|---|
| met2 | 462 | 37.3 | 49 |
| met5 | - | 2.40 | 0.32 |
| met3 | 74 | 17.2 | 16 |
| met1 | 3324 | 29.1 | 31 |
| li1 | 2764 | - | - |
| met4 | 4 | 6.25 | 3.2 |
==> cells in the mapped netlist <==
cell | instances | area [um2]
clkbuf_1 | 17 | 63.8
buf_6 | 1 | 11.3
a22oi_1 | 32 | 240
mux4_2 | 144 | 3240
nand3_1 | 2 | 10.0
nor3_1 | 1 | 5.00
or3b_2 | 3 | 26.3
nand4_1 | 8 | 50.1
nor2_1 | 33 | 124
and3b_1 | 3 | 26.3
buf_2 | 7 | 35.0
buf_4 | 6 | 45.0
nand2_1 | 1 | 3.75
buf_1 | 11 | 41.3
nor3b_1 | 3 | 22.5
mux2_2 | 8 | 90.1
or3_1 | 1 | 6.26
nand3b_1 | 5 | 37.5
edfxtp_1 | 256 | 7690
and3_1 | 1 | 6.26
==> cell families (layout without fill, tap and decap cells) <==
| kind of cell | after synthesis | in the layout | synth area share (%) |
|---|---|---|---|
| flip-flops | 256 | 256 | 65.3 |
| multiplexers | 152 | 152 | 28.3 |
| AND/OR/NAND/NOR | 61 | 61 | 2.70 |
| buffers and inverters | 42 | 229 | 1.67 |
| AND-OR/OR-AND | 32 | 32 | 2.04 |
==> power breakdown <==
group / total [W] / leakage [nW] / internal (W) / switching (W)
combinational: 0.000799 / 2.25 / 0.000439 / 0.000360
clock: 0.00349 / 0.474 / 0.00213 / 0.00137
sequential: 0.00387 / 2.31 / 0.00385 / 0.0000185
total: 0.00816 / 5.03 / 0.00641 / 0.00175
==> metrics by stage <==
step | worst slack, ps | utilization (%) | hold slack, ps
3_5_place_dp | -392 | 46.9 | 1460
2_1_floorplan | 192 | - | 719
5_1_grt | -47.1 | 52.1 | 918
4_1_cts | -55.5 | 52.1 | 889
6_report | -19.4 | 52.1 | 898
3_3_place_gp | -384 | 46.9 | 1450
==> path summary, 6_finish.rpt <==
check | to | start | slack [ps] | cells past startpoint
setup / recovery | DY_OUT[1] | ADRY[0] | -20 | 8
hold / removal | RAM[14][3] | DIN[3] | 900 | 2
==> worst max-delay path, stage by stage <==
cell    delay (ps)
buf_16         100
buf_12         130
buf_12         110
buf_6          100
mux4_2         510
mux4_2         510
mux2_4         300
buf_6          120
Power figures rest on the tool's default switching activity, not on a simulated workload.
